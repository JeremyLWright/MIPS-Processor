File: flow/design.v
`timescale 1ns / 1ps
module Mux32Bit2To1WriteData(a, b, c, d, op, result); 
input [31:0] a, b, c, d;  
input [1:0] op;  
output [31:0] result;
reg [31:0] result;
always @ (a,b,c,d,op) 
begin
	case(op)
		2'b00: result[31:0] = a[31:0];
		2'b01: result[31:0] = b[31:0];
		2'b10: result[31:0] = c[31:0];
		2'b11: result[31:0] = d[31:0];
	endcase 
end
endmodule
File: flow/run.sh
#!/bin/bash
# OpenROAD 26Q1-2900-gdf79404cd8, Yosys 0.63+post, stock flow scripts
make -C /OpenROAD-flow-scripts/flow DESIGN_CONFIG=/design/flow/config.mk WORK_HOME=/design/flow/orfs finish
File: flow/config.mk
export PLATFORM = sky130hd
export DESIGN_NAME = Mux32Bit2To1WriteData
export DESIGN_NICKNAME = Mux32Bit2To1WriteData
export VERILOG_FILES = /design/flow/design.v
export SDC_FILE = /design/flow/constraint.sdc
export NUM_CORES = 4
export LEC_CHECK = 1
export CORE_AREA = 10 10 95 95
export DIE_AREA = 0 0 105 105
File: flow/constraint.sdc
current_design Mux32Bit2To1WriteData

set clk_period 1.0
set clk_io_pct 0.2

create_clock -name clk0 -period $clk_period

set non_clock_inputs [all_inputs -no_clocks]
set_input_delay [expr $clk_period * $clk_io_pct] -clock clk0 $non_clock_inputs
set_output_delay [expr $clk_period * $clk_io_pct] -clock clk0 [all_outputs]
==> impl_metrics.json <==
{
  "yosys_area_um2": 815,
  "mi_logic_area_um2": 721,
  "max_stage_delay_ns": 0.50,
  "end_kind": "output pin",
  "p_int_uw": 637,
  "synth_area_um2": 815,
  "postLayoutCellArea_um2": 2400,
  "via_per_inst": 4.06,
  "wire_per_inst_um": 21.0,
  "avgSynthCellArea_um2": 20.9,
  "cp.depth": 5,
  "synth.distinct_cells": 5,
  "rows": 30,
  "slew_viol_final": 0,
  "hold_viol": 0,
  "topCellsByArea": "mux4_2 83%, buf_12 7.4%, mux4_1 6.5%",
  "rsz0062_at_grt": "yes",
  "crit_path_end": "result[25]",
  "layout_top_cell": "dlygate4sd2_1",
  "num_vias": 1246,
  "synth_cells": 39,
  "overflow": 0,
  "maxCapViolations": 0,
  "seqPwrFrac_pct": 0,
  "placed_cell_area_um2": 2530,
  "grt_usage_pct": 11.3,
  "cts_hold_buf": 0,
  "clkbuf_count": 0,
  "ios": 162,
  "crit_family": "multiplexers",
  "syn_to_final_growth_pct": 194,
  "yosys.area.top_type_share_pct": 82.9,
  "drtAntennaViolNets": 0,
  "cp.arrival_ns": 1.17,
  "start_kind": "input port",
  "path_cells": "buf_12 -> buf_12 -> buf_12 -> mux4_2 -> buf_2",
  "dieWidth_um": 105,
  "layout-drive-gt1-share_pct": 38.2,
  "slew_headroom_pct": 88.8,
  "drtIter0Drc": 18,
  "cp.required_ns": 0.80,
  "vdd_ir_drop_max_uv": 147,
  "fp_util_pct": 11.8,
  "path_buffers": 4,
  "worstSetupPathType": "in2out",
  "yosys.area.top_type": "mux4_2",
  "utilization_pct": 34.7,
  "drt-total-wl_mm": 6.44,
  "switchingPower_uw": 232,
  "mostFrequentLayoutCells": "126 x dlygate4sd2_1, 32 x mux4_2, 32 x buf_2, 6 x buf_12",
  "critPathMaxFanout": 8,
  "swShare_pct": 26.7,
  "worst_pin_slew_ns": 0.168,
  "crit_slowest_cell": "mux4_2",
  "status": "finished, violations left",
  "power_frac_clock_pct": 0,
  "violations": "setup timing",
  "fin_crit_sh_pct": 137,
  "critPathLaunch": "op[0]",
  "die_h_um": 105,
  "die_area_um2": 11000,
  "grt_pass1_vias": 1545,
  "p_leak_nw": 1.13,
  "crit_top_cell": "buf_12",
  "ys_cells": 39,
  "ff_count": 0,
  "io_buffers": 162,
  "p_comb_share_pct": 100.0,
  "fillers": 764,
  "yosysWarningCount": 1,
  "worstHoldPathType": "in2out",
  "ys_seq_share_pct": 0,
  "timing.final.crit_period_ns": 1.37,
  "core_um2": 6910,
  "gp_congestion": 0.820,
  "grt_pass1_wl_mm": 9.52,
  "tool_warnings": 35,
  "powerDensity_nw_per_um2": 363,
  "grt_max_degree": 14,
  "setup_viol": 32,
  "fmax_ghz": 0.731,
  "fin_ws_ns": -0.367,
  "seq_area_um2": 0,
  "antenna_found_initial": 5,
  "post-route-drc-count": 0,
  "dr.pass1.iters": 4
}
timing repair:
item	4_1_cts	5_1_grt
gates cloned	3	0
buffers inserted	5	0
hold endpoints to repair	0	0
resized	250	1
endpoints found under the setup margin	32	32
synthesized netlist by cell type:
library cell,count
mux4_2,30
mux4_1,2
buf_12,3
buf_6,1
buf_2,3
logic make-up (layout without fill, tap and decap cells):
group	Yosys count	in the layout	share of synthesized area, %
buffers and inverters	7	175	10.6
multiplexers	32	32	89.4
other	0	4	0
routing by layer:
metal  vias to the layer above  part of all wire, %  GRT usage [%]
met4                         2                0.016              0
met3                         2                   16           7.52
met2                       125                   44           17.8
met1                       566                   40           13.6
met5                         -                 0.20              0
li1                        551                    -              -
power by group through the flow:
stage | clock (mW) | combinational, mW | sequential [mW]
4_1_cts | 0 | 0.887 | 0
5_1_grt | 0.000000134 | 0.946 | 0
6_report | 0.000000535 | 0.869 | 0
tightest hold or removal path: cells and delay by family:
family                 cells  cell delay [ns]
buffers and inverters      2             0.25
multiplexers               1             0.21
cell type report:
type / count / share of cell area (%)
antenna: 4 / 0.418
multi-input combinational: 32 / 30.1
tap: 96 / 5.01
timing repair buffer: 175 / 64.5
stage by stage:
step	cells	hold WS [ns]	TNS (ns)	power [mW]	setup slack, ns
detailed placement	295	1.33	-28.30	1.09	-0.960
global placement	295	1.34	-28.33	1.09	-0.960
global route	304	0.896	-11.15	0.946	-0.403
floorplan	39	0.486	-2.75	0.287	-0.0916
finish	307	0.870	-10.05	0.869	-0.367
CTS	303	0.885	-10.32	0.887	-0.380
how the worst min path moves through the flow:
stage	startpoint	end	slack [ns]	depth (start not counted)
after global routing	d[27]	result[27]	0.90	3
final	d[9]	result[9]	0.87	3
after CTS	a[15]	result[15]	0.88	3
Power figures rest on the tool's default switching activity, not on a simulated workload.
