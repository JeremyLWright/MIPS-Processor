--- ./run.sh ---
#!/bin/bash
# OpenROAD 26Q1-2900-gdf79404cd8, Yosys 0.63+post, stock flow scripts
make -C /OpenROAD-flow-scripts/flow DESIGN_CONFIG=/design/flow/config.mk WORK_HOME=/design/flow/orfs finish
--- ./config.mk ---
export PLATFORM = sky130hd
export DESIGN_NAME = Mux32Bit2To1Jump
export DESIGN_NICKNAME = Mux32Bit2To1Jump
export VERILOG_FILES = /design/flow/design.v
export SDC_FILE = /design/flow/constraint.sdc
export NUM_CORES = 4
export LEC_CHECK = 1
export CORE_AREA = 10 10 71 71
export DIE_AREA = 0 0 81 81
--- ./constraint.sdc ---
current_design Mux32Bit2To1Jump

set clk_period 1.0
set clk_io_pct 0.2

create_clock -name clk0 -period $clk_period

set non_clock_inputs [all_inputs -no_clocks]
set_input_delay [expr $clk_period * $clk_io_pct] -clock clk0 $non_clock_inputs
set_output_delay [expr $clk_period * $clk_io_pct] -clock clk0 [all_outputs]
--- ./design.v ---
`timescale 1ns / 1ps
module Mux32Bit2To1Jump(a, b, op, result); 
input [31:0] a, b;  
input op;  
output [31:0] result;
reg [31:0] result;
always @ (a,b,op) 
begin
	if (op == 0)
		result = a;
		else if (op == 1)
		result = b;
end
endmodule
==> out/metrics.csv <==
metric;value;unit
Critical Path RT;0.80;ns
yosys stat chip area;544;um^2
total power;632;uW
routed via count;706;
vias per inst;3.84;
drt pass-1 iters;2;
CP arrival;0.89;ns
vias in the first global route;787;
Worst Tran Pin Value;0.110;ns
Slew Viols, Final;0;
Cell Type Count;4;
Tcrit/Tclk final;109;%
Synth warnings;1;
Chip Height;81;um
IO Pins;97;
failing checks;setup timing;
Comb area;480;um^2
Fin. Hold Viols;0;
Post-Route Utilization;43.8;%
initial antenna violation count;0;
critical path endpoint category;output port;
gr usage total;8.08;%
layout cells sized above 1;52.9;%
Hold Path Stages;3;
placed insts;180;
antenna viol nets, final;0;
RSZ-0062 raised after global routing;yes;
most frequent logic cell in the layout;dlygate4sd2_1;
status;complete, but fails checks;
cell taking the most area after synthesis;mux2_4;
Startpoint Class;input port;
ys cells;36;
Final WS setup;-0.0908;ns
most frequent cells in the layout;62 x dlygate4sd2_1, 32 x mux2_4, 23 x buf_6;
fin cells;184;
P&R area growth vs syn;193;%
pin count of the biggest net entering global routing;9;
number of diodes;0;
DRC viols;0;
hpwl dp;2530;um
Crit Path Max Fanout;8;
Synth Seq Share;0;%
GPL Wtd Cong;0.809;
Die ar.;6560;um^2
wire length per cell;16.0;um
# rows;22;
Max-Cap Viols;0;
flop count;0;
synthesized cell area;544;um^2
core area;3630;um^2
IO Port Bufs;97;
OpenROAD warning count;34;
Slew Limit Headroom;92.6;%
Pleak;0.000860;uW
CLK BUF;0;
post-CTS setup buffers;0;
fin crit period;1.09;ns
global route total overflow;0;
critical path type;input port to output port;
first-pass GRT wire length;4180;um
Syn Inst Count;36;
VDD IR max;0.000170;V
Initial Utilization;15.0;%
Sequential Area;0;um^2
DRT Wirelength;2950;um
Fill cells;369;
Finish-stage setup viols;31;
syn_area_per_cell;15.1;um^2
min-delay worst type;input port to output port;
highest clock rate;917;MHz
Initial DRC Count;7;
top cells, area;mux2_4 83%, buf_12 11%, mux2_2 4.1%;
die x size;81;um
P per Cell Area;397;nW/um^2
Top cell area share;82.8;%
==> metrics by stage <==
| step | TNS (ns) | setup WS [ns] | hold slack, ns | instance area [um^2] |
|---|---|---|---|---|
| 2_1_floorplan | 0 | 0.0669 | 0.498 | 544 |
| 3_3_place_gp | -15.91 | -0.521 | 1.19 | 1550 |
| 3_5_place_dp | -15.94 | -0.519 | 1.20 | 1550 |
| 4_1_cts | -2.74 | -0.0962 | 0.775 | 1530 |
| 5_1_grt | -3.16 | -0.113 | 0.792 | 1590 |
| 6_report | -2.61 | -0.0908 | 0.770 | 1590 |
==> critical path, stage by stage <==
cell and delay (ns):
buf_16 0.14, buf_16 0.14, mux2_4 0.30, buf_6 0.11
==> power breakdown <==
group	switching, uW	internal, uW	leakage (uW)
combinational	142	490	0.000860
sequential	0	0	0
clock	0	0	0
==> worst paths after layout <==
kind / from / end
max: op / result[25]
min: b[29] / result[29]
==> cell usage after synthesis <==
cell,n
buf_12,3
buf_6,1
mux2_4,30
mux2_2,2
==> routing by layer <==
metal	track usage, %	part of all wire, %	vias to the layer above
li1	-	-	341
met1	9.48	38	315
met2	14.4	51	50
met3	3.23	12	0
met4	0	0	0
met5	0	0	-
==> final cells by class <==
cell class                 instances  share of cell area (%)
tap                               48                    3.77
timing repair buffer             104                    66.1
multi-input combinational         32                    30.2
==> kinds of logic (layout without fill, tap and decap cells) <==
group | count (synthesis) | in the layout | synth area share, %
mux | 32 | 32 | 86.9
buf+inv | 4 | 104 | 13.1
==> repair_timing <==
item,in CTS,in global routing
gates resized,185,11
cloned,4,0
setup endpoints to repair,32,32
hold buffers,0,0
Power is estimated from default activity; no workload was simulated.
